`run.sh`:
```
#!/bin/bash
# OpenROAD 26Q1-2900-gdf79404cd8, Yosys 0.63+post, stock flow scripts
make -C /OpenROAD-flow-scripts/flow DESIGN_CONFIG=/design/flow/config.mk WORK_HOME=/design/flow/orfs finish
```
`config.mk`:
```
export PLATFORM = sky130hd
export DESIGN_NAME = Register_file
export DESIGN_NICKNAME = Register_file
export VERILOG_FILES = /design/flow/design.v
export SDC_FILE = /design/flow/constraint.sdc
export NUM_CORES = 4
export LEC_CHECK = 1
export CORE_UTILIZATION = 40
export SYNTH_HDL_FRONTEND = slang
```
`constraint.sdc`:
```
current_design Register_file

set clk_period 7.5
set clk_io_pct 0.2

create_clock -name clk0 -period $clk_period [get_ports {clk}]

set non_clock_inputs [all_inputs -no_clocks]
set_input_delay [expr $clk_period * $clk_io_pct] -clock clk0 $non_clock_inputs
set_output_delay [expr $clk_period * $clk_io_pct] -clock clk0 [all_outputs]
```
`design.v`:
```
module Register_file (
     input logic         clk,rst,reg_wrMW,
     input logic  [4:0]  raddr1,raddr2,waddr_MW,
     input logic  [31:0] wdata,
     output logic [31:0] rdata1,rdata2
);
    logic [31:0] register_file[31:0];
    always_comb begin
        rdata1 = (|raddr1) ? register_file[raddr1] : '0 ;
        rdata2 = (|raddr2) ? register_file[raddr2] : '0 ;
    end
  always_ff @(negedge clk) begin
    if (rst)
				register_file <= '{default:'0};
    if (reg_wrMW && (|waddr_MW)) begin
        register_file[waddr_MW] <= wdata;
    end 
  end
endmodule
```
==> CHANGELOG.md <==
### Metrics

* RR Endpoint: register_file[301]$_DFF_N_
* Slowest cell on crit path: mux4_2
* Worst Path Buf+Inv at 3
* Flip-flops with a built-in enable at 0
* Arr. time, crit path at 6.14 ns
* FF-to-FF setup slack at 6.71 ns
* Fin cells at 8,544
* Hold-fix buffers, CTS at 0
* Cell Type Count at 44
* Dominant cell type by area after synthesis: dfxtp_1
* Hold path endpoint: register_file[178]$_DFF_N_
* P_leak at 27.0 nW
* Synth Cell Area at 0.0545 mm²
* CP endpoint kind: primary output
* Power density cells at 223 mW/mm²
* Max-area cell share at 37.6%
* DR WL/cell at 23.2 µm
* Ys Warns at 0
* Max stage delay on crit path at 0.45 ns
* Top FF cell, synth: dfxtp_1
* Area delta synth->final at 23.0%
* Largest Register: register_file
* Pre-Place Util at 40.3%
* Slew @ Worst Pin at 1.07 ns
* Clock Latency Late Sink at 0.72 ns
* Max reg flops at 1,024
* Status: finished, violations left
* Critical path cell sequence: buf_6 -> mux4_2 -> mux2_4 -> o21ai_2 -> a311oi_1 -> buf_4 -> buf_6
* Count leader, synth: nand2_1
* Post-DRT Antenna Nets at 0
* Max_cap viols at 0
* Total CTS buffers at 113
* Peak supply drop at 0.208 mV
* Synthesized instance count at 5,771
* Most frequent cells after synthesis: nand2_1 (1,038), dfxtp_1 (1,024), o21ai_0 (853), nand2b_1 (838), mux4_2 (448)
* Avg Cell Area, Syn at 9.45 µm²
* Hold/Removal Path Class: reg2reg
* Setup violations, final at 28
* Critical R2R Launch: register_file[301]$_DFF_N_
* Ys cells at 5,771
* Die width at 371 µm
* Row Count at 135
* Die span in y at 371 µm
* Total global routing overflow at 0
* Cell Count Post-Placement at 7,308
* Seq/Total Area, Yosys at 37.6%
* Slew margin rel. at 28.7%
* All-layer global routing usage at 30.1%
* Final hold violation count at 0
* Cell class contributing the biggest share of worst-path delay: multiplexers
* CTS tree: built
* Die Size at 0.138 mm²
* Top cells, area: dfxtp_1 (38%), mux4_2 (19%), nand2b_1 (9.6%)
* Longest Clk Path Bufs at 3
* Initial DRC Count at 3,921
* First-pass GRT wire length at 294 mm
* Post-Route WL at 198 mm
* Post-synth ARST share at 0%
* Clk_skew at 0 ns
* Worst-path clk slew at 0.04 ns
* Kind of critical path: reg2out
* Initial antenna violation count at 9
* Post-detail-place hpwl at 117 mm
* Reg2reg path depth at 4
* Sink Count at 1,024
* Tot Pwr at 15.0 mW
* Count of tool warnings at 1,041
* Failing checks: negative setup slack
* Vias in the first global route at 48,600
* IO Pins at 114
* Min-delay src: register_file[178]$_DFF_N_
* Synth flops at 1,024
* DRC viols at 0
* Worst Hold Path Cells at 2
* Share of cells above drive strength 1 at 20.5%
* Final Max-Slew Violation Tally at 0
* Critical Path Start Type: flop
* YS chip area at 0.0545 mm²
* Crit Path Max Fanout at 2
* WP data required at 6.00 ns
* Port Buffers at 113
* Largest net degree at the start of global routing at 116
* Via/cell ratio at 5.62
* First-pass DRT Iterations at 7
* RePlAce Congestion at 0.908
* Worst path most repeated cell: buf_6
* Core area at 0.135 mm²
* Regs by FF count: register_file: 1024 flops
* RSZ-0062 raised after global routing: true
* CTS H-tree lvls at 3
* Via count at 48,000
* CTS Root Cell: clkbuf_16
* Final worst slack at -0.143 ns
==> cell families after synthesis <==
| kind of cell | share of synthesized area, % |
|---|---|
| AOI/OAI and AO/OA | 13.2 |
| and+or+nand+nor | 21.3 |
| DFF | 37.6 |
| buffers and inverters | 5.74 |
| muxes | 22.2 |
==> power breakdown <==
| part | leakage, nW | switching (mW) | internal (mW) | total, mW |
|---|---|---|---|---|
| Sequential | 8.31 | 0.0477 | 5.56 | 5.61 |
| Clock | 7.34 | 3.84 | 4.23 | 8.07 |
| Combinational | 11.3 | 0.796 | 0.509 | 1.30 |
| Total | 27.0 | 4.68 | 10.3 | 15.0 |
==> worst register-to-register path, stage by stage, from the launching register on <==
cell      delay, ns
dfxtp_2        0.31
buf_6          0.11
buf_4          0.12
nand2b_1       0.06
o21ai_0        0.07
==> metal layers <==
layer,up-vias,GRT usage [%],part of all wire [%],routed length (µm)
met5,-,0.175,0.088,174
met4,16,12.2,3.8,7470
met3,486,17.7,14,27300
met2,2440,42.1,43,85700
met1,22800,38.7,39,77800
li1,22200,-,-,-
==> per-stage QoR <==
stage | TNS [ns] | hold WS (ns) | worst slack, ns | utilization (%) | instance area, µm²
floorplan | 0 | 0.449 | 0.969 | - | 54500
global placement | -0.586 | 0.459 | -0.181 | 42.7 | 57800
detailed placement | -0.411 | 0.464 | -0.217 | 42.7 | 57800
CTS | -2.54 | 0.470 | -0.172 | 49.1 | 66500
global route | -4.68 | 0.481 | -0.215 | 49.6 | 67100
finish | -1.56 | 0.469 | -0.143 | 49.6 | 67100
==> area by class of cell <==
| class | count | area [µm²] |
|---|---|---|
| fill | 11800 | 68200 |
| multi-input combinational | 4133 | 32700 |
| sequential | 1024 | 20600 |
| clock inverter | 1112 | 4870 |
| timing repair buffer | 375 | 3810 |
| clock buffer | 114 | 2850 |
| tap | 1781 | 2230 |
| inverter | 2 | 12.5 |
| antenna | 3 | 7.51 |
==> timing repair <==
action | 4_1_cts | 5_1_grt
pin swaps | 109 | 71
setup endpoints to repair | 64 | 64
buffers inserted | 9 | 4
gates resized | 503 | 143
hold endpoints to repair | 0 | 0
==> worst max path at each step <==
stage / cells after the start / endpoint / from
6_report: 7 / rdata1[13] / register_file[301]$_DFF_N_
5_1_grt: 7 / rdata1[13] / register_file[429]$_DFF_N_
4_1_cts: 6 / rdata2[22] / register_file[502]$_DFF_N_
==> cells in the final DEF (no fill, tap or decap), types with 10 or more instances in the layout <==
cell / Yosys / layout
a221oi_2: 2 / 10
nor2_1: 27 / 24
inv_1: 1 / 1046
nand2b_1: 838 / 832
mux2_4: 0 / 40
buf_12: 1 / 74
nor2b_1: 101 / 85
mux2i_1: 128 / 128
mux2_2: 64 / 24
a221oi_1: 43 / 35
a311oi_1: 64 / 12
nor2_4: 3 / 17
o2111ai_1: 19 / 17
dfxtp_1: 1024 / 933
a311oi_2: 0 / 32
dfxtp_2: 0 / 91
o21ai_0: 853 / 844
clkbuf_16: 0 / 114
o21ai_1: 168 / 116
clkdlybuf4s50_1: 0 / 38
nand2_1: 1038 / 1038
buf_2: 143 / 53
o21ai_2: 0 / 39
clkinvlp_2: 0 / 35
nor2b_4: 1 / 16
a311oi_4: 0 / 20
mux4_2: 448 / 448
a211oi_2: 0 / 52
o21ai_4: 0 / 22
bufinv_16: 0 / 22
nand3b_1: 165 / 165
buf_6: 38 / 21
buf_4: 76 / 182
a22oi_1: 64 / 55
Power and IR drop assume default switching activity.
