`flow/config.mk`:
```
export PLATFORM = sky130hd
export DESIGN_NAME = Second_Register
export DESIGN_NICKNAME = Second_Register
export VERILOG_FILES = /design/flow/design.v
export SDC_FILE = /design/flow/constraint.sdc
export NUM_CORES = 4
export LEC_CHECK = 1
export CORE_AREA = 10 10 215 215
export DIE_AREA = 0 0 225 225
export SYNTH_HDL_FRONTEND = slang
```
`flow/constraint.sdc`:
```
current_design Second_Register

set clk_period 1.0
set clk_io_pct 0.2

create_clock -name clk0 -period $clk_period [get_ports {clk}]

set non_clock_inputs [all_inputs -no_clocks]
set_input_delay [expr $clk_period * $clk_io_pct] -clock clk0 $non_clock_inputs
set_output_delay [expr $clk_period * $clk_io_pct] -clock clk0 [all_outputs]
```
`flow/design.v`:
```
module Second_Register (
    input  logic         clk,rst,Stall_MW,  
    input  logic  [4:0]  waddr,
    input  logic  [31:0] AddrF,ALUResult,SrcBE, SrcAE, ImmExtD,
    output logic  [4:0]  waddr_MW,
    output logic  [31:0] Addr_MW,ALUResult_MW,rdata2_MW, SrcA_MW, ImmExt_MW
);
always_ff @( posedge clk ) begin
    if (rst) begin
        Addr_MW      <= 32'b0;
        ALUResult_MW <= 32'b0;
        rdata2_MW    <= 32'b0;
        waddr_MW     <= 5'b0;
        SrcA_MW      <= 32'b0;
        ImmExt_MW    <= 32'b0;
    end 
    else if (Stall_MW) begin
        Addr_MW      <= Addr_MW;
        ALUResult_MW <= ALUResult_MW;
        rdata2_MW    <= rdata2_MW;
        waddr_MW     <= waddr_MW; 
        SrcA_MW      <= SrcA_MW;  
        ImmExt_MW    <= ImmExt_MW;   
    end 
    else begin
        Addr_MW      <= AddrF;
        ALUResult_MW <= ALUResult;
        rdata2_MW    <= SrcBE;
        waddr_MW     <= waddr; 
        SrcA_MW      <= SrcAE; 
        ImmExt_MW    <= ImmExtD;
    end
end
endmodule
```
`flow/run.sh`:
```
#!/bin/bash
# OpenROAD 26Q1-2900-gdf79404cd8, Yosys 0.63+post, stock flow scripts
make -C /OpenROAD-flow-scripts/flow DESIGN_CONFIG=/design/flow/config.mk WORK_HOME=/design/flow/orfs finish
```
==> Slide: Implementation Results <==
Physical Implementation Snapshot

Status
  – Status: finished, violations left
  – Failing checks: negative setup slack

CTS
  – Skew-Pair Late Insertion Delay: 470 ps
  – CTS tree: built
  – Root Buffer: clkbuf_16
  – Max clock buf depth: 2
  – CTS Sinks: between 150 and 200
  – H-tree depth: 4
  – Clock-pin slew on the worst setup and hold paths: around 70 ps
  – TritonCTS buffer count: 17

Drt
  – Via count: 4895
  – Drt drc: 0
  – Antenna Nets Post-Route: 0
  – Iter 0 DRT Violations: roughly 140
  – Pre-antenna DRT Iters: 4
  – Vias per cell: between 3 and 4
  – WL final: around 21000 um
  – Drt wl/cell: roughly 15 um

Finish
  – Core Util, Final: 0.2456
  – Layout cells sized above 1: 0.4501
  – Fill cells: about 4400
  – Comb. cell area: between 2000 and 2500 um^2
  – Sequential Area: around 3500 um^2
  – Syn-to-layout area delta: 72.39%
  – Top cells excl fill/tap: 165 x dfxtp_2, 165 x mux2i_1, 165 x nor2_1, 165 x clkdlybuf4s50_1, 136 x buf_2

GRT
  – Grt ovf: 0
  – GRT busiest layer: met2
  – Total track usage: 0.08044
  – Grt met1 use: 0.09216
  – GR Util met2: 0.1296
  – Largest net degree at the start of global routing: around 48
  – Met3 GRT Util: 0.04614
  – Number of global-route vias before repair: between 5000 and 6000
  – Initial antenna violation count: 2
  – First-pass GRT wire length: about 31000 um

Pwr
  – Lkg Pwr: 4.804 nW
  – Peak supply drop: ~1.3 mV
  – Cell area power density: approximately 1700 nW/um^2

STA
  – Final min period: approximately 1100 ps
  – Max Freq: just under 0.9 GHz
  – Slew headroom: 0.7611
  – Max Clock Skew: 0 ps
  – Worst setup margin: -141.1 ps
  – Fin Setup TNS: -16570 ps
  – Unrepaired setup endpoints after global routing: true
  – Slew @ Worst Pin: ~360 ps
  – Worst Hold Slack: around 140 ps
  – Fin crit share: 1.141
  – Setup violators final: 165
  – Max-slew violation count: 0
  – Final hold vios: 0

Job
  – Log Warnings: 27
  – Max-cap check violation count: 0

Logic synthesis
  – Cell count in the Yosys report: ~530
  – Adders+Majority by Area: 0
  – Instance count of the mapped netlist: about 530
  – Yosys warns: 0
  – Simple share: 0.1041
  – Unique cell types: 8
  – Post-synth seq share: 0.5552
  – Logic family by area: multiplexers
  – Mapped Area: about 6000 um^2
  – Compound-Gate Fraction of Synth Area: 0
  – Post-synth regs: about 170
  – Mux frac, synth: 0.2776
  – Mean Syn Cell Area: about 11 um^2
  – Synth Area in XOR/XNOR: 0
  – Yosys chip area: around 5900 um^2

Placed design
  – DP HPWL: ~16000 um
  – Place WS: -109.1 ps
  – GP Congestion: slightly below 0.8
  – I/O Buffers: 332

Critical path
  – Crit path max fanout: 2
  – CP required: 800 ps
  – Top Family by Delay on Critical Path: flip-flops
  – Worst path max stage delay: ~370 ps
  – Startpoint types: register
  – CP cell instances: buf_6
  – Crit path arrival time: between 900 and 1000 ps
  – Crit path capture type: output port
  – Critical path class: reg2out
  – Critical path buffers and inverters: 1
  – R2r setup slk: approximately 150 ps
  – CP max-delay cell: dfxtp_2

Floorplan
  – Core ar.: ~42000 um^2
  – Die width: roughly 230 um
  – Die H: 225 um
  – FP Core Util: 0.1425
  – Chip area: around 51000 um^2
  – Ports: approximately 330
  – Row cnt: ~75

Min path
  – Hold crit path type: in2reg
-- layer usage --
layer  vias up  wire length [um]
li1       2479                 -
met1      2198              8163
met2       190              9905
met3        26              2606
met4         2               441
met5         -                13
-- stage by stage --
stage | cell area (um^2) | cells | power, W
after global routing | 10250 | 1441 | 0.01787
after global placement | 9962 | 1401 | 0.009763
after detailed placement | 9962 | 1401 | 0.009777
after CTS | 10190 | 1438 | 0.01740
after floorplan | 5949 | 532 | 0.008074
final | 10260 | 1442 | 0.01699
-- registers in the layout (all words and copies together) (netlist names) --
name	flops
Addr_MW	32
SrcA_MW	32
rdata2_MW	32
ImmExt_MW	32
waddr_MW	5
ALUResult_MW	32
-- report_power, final --
group	internal (W)	leakage [nW]	switching, W
registers	0.00704	1.42	0.000192
logic	0.00143	3.06	0.000748
clock network	0.00451	0.323	0.00307
-- final timing paths --
check	startpoint	end	cells after the start
max	ImmExt_MW[3]	ImmExt_MW[3]	1
min	rst	ImmExt_MW[3]	3
max reg2reg	rdata2_MW[24]	rdata2_MW[24]	4
min reg2reg	ALUResult_MW[20]	ALUResult_MW[20]	2
-- cells in the mapped netlist, drive strengths merged --
library cell / count / area (um^2)
buf: 25 / 330.3
clkbuf: 12 / 45.04
dfxtp: 165 / 3303
mux2i: 165 / 1652
nor2: 165 / 619.3
-- layout make-up --
type,instances,share of cell area
antenna,1,0.0002440
multi-input combinational,330,0.2214
clock buffer,18,0.04184
sequential,165,0.3422
tap,539,0.06576
timing repair buffer,375,0.3051
clock inverter,14,0.02342
-- kinds of logic after synthesis --
| group | Yosys count |
|---|---|
| flip-flops | 165 |
| multiplexers | 165 |
| AND/OR/NAND/NOR | 165 |
| buffers and inverters | 37 |
-- repair_timing --
action	4_1_cts	5_1_grt
resized	740	7
hold buffers	0	0
pin swaps	0	0
setup endpoints to repair	165	165
buffers inserted	5	3
No activity file was given, so power comes from the tool's default toggle rates.
